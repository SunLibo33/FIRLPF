<file path="design/flow/run.sh">
#!/bin/bash
# OpenROAD 26Q1-2900-gdf79404cd8, Yosys 0.63+post, stock flow scripts
make -C /OpenROAD-flow-scripts/flow DESIGN_CONFIG=/design/flow/config.mk WORK_HOME=/design/flow/orfs finish
</file>
<file path="design/flow/config.mk">
export PLATFORM = sky130hd
export DESIGN_NAME = FIRLPF
export DESIGN_NICKNAME = FIRLPF
export VERILOG_FILES = /design/flow/design.v
export SDC_FILE = /design/flow/constraint.sdc
export NUM_CORES = 4
export LEC_CHECK = 1
export CORE_UTILIZATION = 40
</file>
<file path="design/flow/constraint.sdc">
current_design FIRLPF

set clk_period 17.9
set clk_io_pct 0.2

create_clock -name clk0 -period $clk_period [get_ports {Clock}]

set non_clock_inputs [all_inputs -no_clocks]
set_input_delay [expr $clk_period * $clk_io_pct] -clock clk0 $non_clock_inputs
set_output_delay [expr $clk_period * $clk_io_pct] -clock clk0 [all_outputs]
</file>
<file path="design/flow/design.v">
module FIRLPF(
       input                     Clock,
       input                     Rst_n,
       input      signed  [31:0] InputData1,
       output reg signed  [31:0] OutputData    
);
parameter COEFF_00 = 13'sd5;
parameter COEFF_01 = 13'sd5;
parameter COEFF_02 = 13'sd5;
parameter COEFF_03 = 13'sd2;
parameter COEFF_04 = -13'sd2;
parameter COEFF_05 = -13'sd9;
parameter COEFF_06 = -13'sd15;
parameter COEFF_07 = -13'sd12;
parameter COEFF_08 =  13'sd10;
parameter COEFF_09 =  13'sd67;
parameter COEFF_10 =  13'sd178;
parameter COEFF_11 =  13'sd359;
parameter COEFF_12 =  13'sd621;
parameter COEFF_13 =  13'sd964;
parameter COEFF_14 =  13'sd1374;
parameter COEFF_15 =  13'sd1823;
parameter COEFF_16 =  13'sd2269;
parameter COEFF_17 =  13'sd2664;
parameter COEFF_18 =  13'sd2959;
parameter COEFF_19 =  13'sd3117;
parameter COEFF_20 =  13'sd3117;
parameter COEFF_21 =  13'sd2959;
parameter COEFF_22 =  13'sd2664;
parameter COEFF_23 =  13'sd2269;
parameter COEFF_24 =  13'sd1823;
parameter COEFF_25 =  13'sd1374;
parameter COEFF_26 =  13'sd964;
parameter COEFF_27 =  13'sd621;
parameter COEFF_28 =  13'sd359;
parameter COEFF_29 =  13'sd178;
parameter COEFF_30 =  13'sd67;
parameter COEFF_31 =  13'sd10;
parameter COEFF_32 = -13'sd12;
parameter COEFF_33 = -13'sd15;
parameter COEFF_34 = -13'sd9;
parameter COEFF_35 = -13'sd2;
parameter COEFF_36 = 13'sd2;
parameter COEFF_37 = 13'sd5;
parameter COEFF_38 = 13'sd5;
parameter COEFF_39 = 13'sd5;
wire signed[31:0] InputData;
assign InputData = 32'sd655361;
reg [5:0]	Count;
always @(posedge Clock or negedge Rst_n)
begin
  if(Rst_n==1'b0)
    Count<=6'd0;
  else if(Count<6'd39)
    Count<=Count+6'd1;
  else
    Count<=6'd0;      
end	 
reg signed [39:0] FIRSum;
always @(posedge Clock or negedge Rst_n)
begin
  if(Rst_n==1'b0)
    FIRSum<=40'sd0;
  else 
    case(Count)
    	6'd0:FIRSum<=InputData*COEFF_00;
    	6'd1:FIRSum<=FIRSum+InputData*COEFF_01;
    	6'd2:FIRSum<=FIRSum+InputData*COEFF_02;
    	6'd3:FIRSum<=FIRSum+InputData*COEFF_03;
    	6'd4:FIRSum<=FIRSum+InputData*COEFF_04;
    	6'd5:FIRSum<=FIRSum+InputData*COEFF_05;
    	6'd6:FIRSum<=FIRSum+InputData*COEFF_06;
    	6'd7:FIRSum<=FIRSum+InputData*COEFF_07;
    	6'd8:FIRSum<=FIRSum+InputData*COEFF_08;   
    	6'd9:FIRSum<=FIRSum+InputData*COEFF_09; 
     6'd10:FIRSum<=FIRSum+InputData*COEFF_10; 
     6'd11:FIRSum<=FIRSum+InputData*COEFF_11;
     6'd12:FIRSum<=FIRSum+InputData*COEFF_12;
     6'd13:FIRSum<=FIRSum+InputData*COEFF_13;
     6'd14:FIRSum<=FIRSum+InputData*COEFF_14;
     6'd15:FIRSum<=FIRSum+InputData*COEFF_15;
     6'd16:FIRSum<=FIRSum+InputData*COEFF_16;
     6'd17:FIRSum<=FIRSum+InputData*COEFF_17;
     6'd18:FIRSum<=FIRSum+InputData*COEFF_18;   
     6'd19:FIRSum<=FIRSum+InputData*COEFF_19; 
     6'd20:FIRSum<=FIRSum+InputData*COEFF_20; 
     6'd21:FIRSum<=FIRSum+InputData*COEFF_21;
     6'd22:FIRSum<=FIRSum+InputData*COEFF_22;
     6'd23:FIRSum<=FIRSum+InputData*COEFF_23;
     6'd24:FIRSum<=FIRSum+InputData*COEFF_24;
     6'd25:FIRSum<=FIRSum+InputData*COEFF_25;
     6'd26:FIRSum<=FIRSum+InputData*COEFF_26;
     6'd27:FIRSum<=FIRSum+InputData*COEFF_27;
     6'd28:FIRSum<=FIRSum+InputData*COEFF_28;   
     6'd29:FIRSum<=FIRSum+InputData*COEFF_29; 
     6'd30:FIRSum<=FIRSum+InputData*COEFF_30; 
     6'd31:FIRSum<=FIRSum+InputData*COEFF_31;
     6'd32:FIRSum<=FIRSum+InputData*COEFF_32;
     6'd33:FIRSum<=FIRSum+InputData*COEFF_33;
     6'd34:FIRSum<=FIRSum+InputData*COEFF_34;
     6'd35:FIRSum<=FIRSum+InputData*COEFF_35;
     6'd36:FIRSum<=FIRSum+InputData*COEFF_36;
     6'd37:FIRSum<=FIRSum+InputData*COEFF_37;
     6'd38:FIRSum<=FIRSum+InputData*COEFF_38;   
     6'd39:FIRSum<=FIRSum+InputData*COEFF_39;
     default:FIRSum<=FIRSum;                	    	  	    	
    endcase	    
end	 
reg signed [24:0] FIRSum_Reg0;
reg signed [24:0] FIRSum_Reg1;
reg signed [24:0] FIRSum_Reg2;
reg signed [24:0] FIRSum_Reg3;
reg signed [24:0] FIRSum_Reg4;
reg signed [24:0] FIRSum_Reg5;
reg signed [24:0] FIRSum_Reg6;
reg signed [24:0] FIRSum_Reg7;
reg signed [27:0] FIRSum_RegSum;
always @(posedge Clock or negedge Rst_n)
begin
  if(Rst_n==1'b0)
    begin
    FIRSum_Reg0<=25'sd0;
    FIRSum_Reg1<=25'sd0;
    FIRSum_Reg2<=25'sd0;
    FIRSum_Reg3<=25'sd0;
    FIRSum_Reg4<=25'sd0;
    FIRSum_Reg5<=25'sd0;
    FIRSum_Reg6<=25'sd0;
    FIRSum_Reg7<=25'sd0;
    FIRSum_RegSum<=28'sd0;
    end
  else 
    case(Count)
    	6'd0:
		    begin
		    FIRSum_Reg0<=FIRSum[39:15];
		    FIRSum_Reg1<=FIRSum_Reg0;
		    FIRSum_Reg2<=FIRSum_Reg1;
		    FIRSum_Reg3<=FIRSum_Reg2;
		    FIRSum_Reg4<=FIRSum_Reg3;
		    FIRSum_Reg5<=FIRSum_Reg4;
		    FIRSum_Reg6<=FIRSum_Reg5;
		    FIRSum_Reg7<=FIRSum_Reg6;
		    OutputData<={{7{FIRSum_RegSum[27]}},FIRSum_RegSum[27:3]};
		    end
    	6'd1:FIRSum_RegSum<={{3{FIRSum_Reg0[24]}},FIRSum_Reg0};
    	6'd2:FIRSum_RegSum<=FIRSum_RegSum+{{3{FIRSum_Reg1[24]}},FIRSum_Reg1};
    	6'd3:FIRSum_RegSum<=FIRSum_RegSum+{{3{FIRSum_Reg2[24]}},FIRSum_Reg2};
    	6'd4:FIRSum_RegSum<=FIRSum_RegSum+{{3{FIRSum_Reg3[24]}},FIRSum_Reg3};
    	6'd5:FIRSum_RegSum<=FIRSum_RegSum+{{3{FIRSum_Reg4[24]}},FIRSum_Reg4};
    	6'd6:FIRSum_RegSum<=FIRSum_RegSum+{{3{FIRSum_Reg5[24]}},FIRSum_Reg5};
    	6'd7:FIRSum_RegSum<=FIRSum_RegSum+{{3{FIRSum_Reg6[24]}},FIRSum_Reg6};
    	6'd8:FIRSum_RegSum<=FIRSum_RegSum+{{3{FIRSum_Reg7[24]}},FIRSum_Reg7};
		default:FIRSum_RegSum<=FIRSum_RegSum;
    endcase
end
endmodule 
</file>
==> metrics.log <==
[flow] final metrics
INFO  metric outcome = completed
INFO  metric worst_clock_skew = 19.5 ps
INFO  metric crit_path_top_delay_cell = o311ai_1
INFO  metric layout.area.comb = 0.0132 mm2
INFO  metric htree_levels = 2
INFO  metric timing.critical_path.arrival = 6610 ps
INFO  metric buffer_ports.inserted = 33
INFO  metric simple_gate_share = between 10% and 20%
INFO  metric grt_antenna_before_repair = 0
INFO  metric ys_area = 0.0216 mm2
INFO  metric worst_hold_startpoint = FIRSum_RegSum[27]
INFO  metric layout.filler_cells = ~4,900
INFO  metric number_of_enable_flip_flop_cells = 25
INFO  metric grt_max_degree = 86
INFO  metric horizontal_extent_of_the_die = between 200 and 250 um
INFO  metric layout-drive-gt1-share = about 14%
INFO  metric clock_tree.buffer_depth = 3
INFO  metric fp.dieH = 234 um
INFO  metric worst_ep_required_time = 18,310 ps
INFO  metric worstSetupStartpointType = flip-flop
INFO  metric core_occupancy_in_the_finished_layout = 44.7%
INFO  metric drt.antenna.violating_nets = 0
INFO  metric synth-compound-area-share = a little under a quarter
INFO  metric synth_sequential_area_ratio = roughly a third
INFO  metric log.warning_count = between 60 and 70
INFO  metric synthAdderAreaFrac = 7.28%
INFO  metric floorplan.initialDensity = 40.8%
INFO  metric std_cell_rows = 84
INFO  metric overflow = 0
INFO  metric diodes = 0
INFO  metric post_cts_resized = 0
INFO  metric yosys_xor_share = under 10%
INFO  metric critical_path_start_end_classification = flip-flop to flip-flop
INFO  metric postSynthRegisterBits = between 200 and 300
INFO  metric max_stage_delay = a little over 700 ps
INFO  metric grt_pass1_vias = 17,339
INFO  metric synthTopCellsByCount = dfrtp_1, mux2_2, nor2_1, a21oi_1, nand2_1
INFO  metric finalMaxSlewViolations = 0
INFO  metric netlist_instances = 2,342
INFO  metric cts_setup_buffers = 0
INFO  metric syn2layout_area_growth = 9.63%
INFO  metric synth_dominant_cell_count = dfrtp_1
INFO  metric synthesis.area_per_instance = 9.23 um2
INFO  metric timing.critical_path.cells = inv_1, ha_1, nand2b_1, o21ai_1, a31oi_1, o22ai_1, and4bb_2, nor2_1, nand4b_1, ha_1, a21oi_1, o21ai_0, a211o_1, a32o_1, o41ai_2, o311ai_1, a41oi_2, or3_1, nand4_1, o211ai_1
INFO  metric reg2reg_setup_slack = 11,700 ps
INFO  metric netlist.area_leader.share = 31.7%
INFO  metric finalSetupViolations = 0
INFO  metric numPlacedInstances = between 2,000 and 3,000
INFO  metric fin_setup_tns = 0 ps
INFO  metric dpl.hpwl = ~43,000 um
INFO  metric critPathTopFamily = AND-OR/OR-AND gates
INFO  metric io_pins = 66
INFO  metric via_count = around 18,000
INFO  metric timing.slew.headroom = roughly 40%
INFO  metric leakagePower = 11.0 nW
INFO  metric grt_setup_unrepaired = no
INFO  metric critical_path.endpoint_type = flip-flop
INFO  metric synthArstFlopShare = 91.6%
INFO  metric detailedRoute.firstPassIterationCount = 7
INFO  metric critical_path_peak_fanout = 12
INFO  metric gp_routability_congestion = 0.946
INFO  metric detail_route.iter0.violations = 1,344
INFO  metric numCtsBuffers = 36
INFO  metric tritoncts = built
INFO  metric avgRoutedWirePerCell = just over 20 um
INFO  metric yosys.area.top_type = dfrtp_1
INFO  metric clock_insertion_delay_worst_skew = 550 ps
INFO  metric grt_pass1_wl = between 90,000 and 100,000 um
INFO  metric power.density_cell_area = 61.0 mW/mm2
INFO  metric area.sequential = 0.00761 mm2
INFO  metric yosys_warnings = 1
INFO  metric vias_per_cell = 6.03
INFO  metric netlist_area = between 0.02 and 0.025 mm2
INFO  metric r2r-start = Count[1]
INFO  metric fin_crit = 6200 ps
INFO  metric drt_wirelength = ~62,000 um
INFO  metric core-area = 0.0530 mm2
INFO  metric synth-main-ff-cell = dfrtp_1
INFO  metric worst_slew_pin_slew = 875 ps
INFO  metric cts_hold_buffers = 0
INFO  metric clkTransAtPathRegs = 60 ps
INFO  metric final_min_period_over_clock_period = between 30% and 40%
INFO  metric ir_worst_vdd = 0.0555 mV
INFO  metric critical_path_buf_inv_count = 1
INFO  metric ys_sh_mux = between 10% and 20%
INFO  metric drt_drc_violations_left = 0
INFO  metric yosys_cells = 2,342
INFO  metric chipArea = 0.0550 mm2
INFO  metric stdcell_count = 3,015
INFO  metric crit_top_cell = ha_1
INFO  metric hold_class = flip-flop to flip-flop
INFO  metric hold_viol_final = 0
INFO  metric synth.comb.largest_family = AND-OR/OR-AND gates
INFO  metric max_freq = about 0.16 GHz
INFO  metric globalRouteTotalUtil = 23.6%
INFO  metric critPathLaunch = Count[1]
INFO  metric numClockSinks = roughly 300
INFO  metric max_cap_violations = 0
INFO  metric post_synth_main_area_contributors = dfrtp_1, mux2_2, ha_1
INFO  metric yosysUniqueCellTypes = 91
INFO  metric root_buffer = clkbuf_16
==> layout make-up <==
| type | count | area share, % |
|---|---|---|
| multi-input combinational | 1840 | 55.7 |
| sequential | 299 | 32.1 |
| clock buffer | 48 | 4.29 |
| tap | 688 | 3.63 |
| timing repair buffer | 66 | 2.46 |
| clock inverter | 18 | 0.903 |
| inverter | 56 | 0.887 |
==> stage by stage <==
step / hold slack (ps) / power, W / instance area (um2) / worst slack (ps)
final: 477 / 0.00145 / 23700 / 11700
after global routing: 501 / 0.00150 / 23700 / 11300
after CTS: 474 / 0.00147 / 23700 / 11870
after detailed placement: 449 / 0.000709 / 22500 / 11830
after global placement: 460 / 0.000709 / 22500 / 11860
after floorplan: 434 / 0.000696 / 21600 / 12750
==> placed cells by master (no fill, tap or decap), types with 36 or more instances in the layout <==
cell type and n:
nand2_1 170, inv_1 54, xnor2_1 83, dfrtp_1 274, a21o_1 66, mux2i_1 44, clkbuf_16 36, ha_1 120
a21oi_1 169, xor2_1 42, a221oi_1 45, mux2_2 194, nor2_1 185, nand3_1 57, o21ai_0 137, a31oi_1 44
==> path summary, 6_finish.rpt <==
kind,endpoint,cells past startpoint
worst max-delay path,FIRSum[38],20
worst min-delay path,OutputData[24],0
worst max register to register,FIRSum[38],20
worst min register to register,OutputData[24],0
max in group asynchronous,FIRSum_RegSum[25],4
min in group asynchronous,FIRSum_Reg5[3],1
==> cell families (layout without fill, tap and decap cells) <==
kind of cell / Yosys count / in the layout
multiplexers: 238 / 238
buffers and inverters: 203 / 188
flip-flops: 299 / 299
AND/OR/NAND/NOR: 614 / 614
adder cells (fa/ha/maj): 125 / 125
AND-OR/OR-AND: 738 / 738
XOR/XNOR: 125 / 125
==> report_power, final <==
part / total, W / switching [W] / internal [W] / leakage, nW
Clock: 0.000750 / 0.000302 / 0.000448 / 0.600
Sequential: 0.000683 / 0 / 0.000683 / 3.81
Combinational: 0.0000131 / 0.0000122 / 0.000000882 / 6.59
Total: 0.00145 / 0.000314 / 0.00113 / 11.0
==> flip-flops by register name, summed over array words and instances, names as in the netlist <==
| signal | flops |
|---|---|
| FIRSum_Reg6 | 25 |
| FIRSum_Reg3 | 25 |
| FIRSum_RegSum | 28 |
| OutputData | 25 |
| Count | 6 |
| FIRSum_Reg4 | 25 |
| FIRSum_Reg7 | 25 |
| FIRSum_Reg1 | 25 |
| FIRSum_Reg0 | 25 |
| FIRSum_Reg5 | 25 |
| FIRSum_Reg2 | 25 |
| FIRSum | 40 |
==> routing by layer <==
layer  share of wire [%]  up-vias  GRT usage [%]  wire (um)
li1                    -     8714              -          -
met1                  46     8823           35.5      28200
met2                  45      534           35.4      27500
met3                 6.7       97           4.96       4120
met4                 2.6        0           5.50       1630
met5                   0        -              0          0
Power is estimated from default activity; no workload was simulated.
